[./run.sh]
#!/bin/bash
# OpenROAD 26Q1-2900-gdf79404cd8, Yosys 0.63+post, stock flow scripts
make -C /OpenROAD-flow-scripts/flow DESIGN_CONFIG=/design/flow/config.mk WORK_HOME=/design/flow/orfs finish
[./design.v]
package riscv_definitions;
localparam REG_ADDR = 5;
localparam DATA_WIDTH = 32;
localparam REG_COUNT = 32;
localparam RAM_AMOUNT = 4;
    typedef logic [DATA_WIDTH-1:0] dataBus_t;
    typedef enum logic [6:0] {
        LUI    = 7'b0110111,   
        AUIPC  = 7'b0010111,   
        JAL    = 7'b1101111,   
        JALR   = 7'b1100111,   
        BRCH_S = 7'b1100011,   
        LOAD_S = 7'b0000011,   
        STORE_S = 7'b0100011,  
        ALUI_S = 7'b0010011,   
        ALU_S  = 7'b0110011    
    } opcodeType;
    typedef enum logic [2:0] {
        IMM_I = 3'b000,   
        IMM_IS = 3'b001,  
        IMM_S = 3'b010,   
        IMM_B = 3'b011,   
        IMM_U = 3'b100,   
        IMM_J = 3'b101    
    } imm_src_t;
    typedef enum logic [3:0] {
        ALU_ADD    = 4'b0000,  
        ALU_SLL    = 4'b0001,  
        ALU_LT     = 4'b0010,  
        ALU_LTU    = 4'b0011,  
        ALU_XOR    = 4'b0100,  
        ALU_SRL    = 4'b0101,  
        ALU_OR     = 4'b0110,  
        ALU_AND    = 4'b0111,  
        ALU_SUB    = 4'b1000,  
        ALU_SRA    = 4'b1001,  
        ALU_BPS2   = 4'b1010,  
        ALU_EQUAL  = 4'b1011,  
        ALU_NEQUAL = 4'b1100,  
        ALU_GT     = 4'b1101,  
        ALU_GTU    = 4'b1111   
    } aluOpType;
    typedef enum logic {
        RS1 = 1'b0,
        PC = 1'b1
    } aluSrc1_e;
    typedef enum logic {
        RS2 = 1'b0, 
        IMM = 1'b1
    } aluSrc2_e;
endpackage: riscv_definitions
module mux2to1 (
    input  logic [31:0] in0,
    input  logic [31:0] in1,
    input  logic        sel,
    output logic [31:0] out
);
    always_comb begin
        case (sel)
            1'b0: out = in0;
            1'b1: out = in1;
            default: out = 32'b0;
        endcase
    end
endmodule
import riscv_definitions::*;   
module WriteBack (
    input  logic        i_ma_mem_to_reg,  
    input  logic        i_ma_rw_sel,      
    input  logic [31:0] i_ma_pc_plus_4,   
    input  logic [31:0] i_ma_read_data,   
    input  logic [31:0] i_ma_result,      
    output logic [31:0] o_wb_data         
);
    logic [31:0] mux2_out;
    mux2to1 mux_select_mem_or_alu (
        .in0 (i_ma_result),      
        .in1 (i_ma_read_data),   
        .sel (i_ma_mem_to_reg),  
        .out (mux2_out)          
    );
    mux2to1 mux_select_final_data (
        .in0 (mux2_out),         
        .in1 (i_ma_pc_plus_4),   
        .sel (i_ma_rw_sel),      
        .out (o_wb_data)         
    );
endmodule
[./constraint.sdc]
current_design WriteBack

set clk_period 1.0
set clk_io_pct 0.2

create_clock -name clk0 -period $clk_period

set non_clock_inputs [all_inputs -no_clocks]
set_input_delay [expr $clk_period * $clk_io_pct] -clock clk0 $non_clock_inputs
set_output_delay [expr $clk_period * $clk_io_pct] -clock clk0 [all_outputs]
[./config.mk]
export PLATFORM = sky130hd
export DESIGN_NAME = WriteBack
export DESIGN_NICKNAME = WriteBack
export VERILOG_FILES = /design/flow/design.v
export SDC_FILE = /design/flow/constraint.sdc
export NUM_CORES = 4
export LEC_CHECK = 1
export CORE_AREA = 10 10 88 88
export DIE_AREA = 0 0 98 98
==> flow_summary_export.csv <==
group,metric,value,unit
status,outcome,"finished, violations left",
status,violations,"negative setup slack",
logic_synthesis,ys_area,714,sq um
final_timing,hold_violations,0,
critical_path,crit_type,"input pin to output pin",
critical_path,arrival,0.90,ns
place,gp_congestion,0.786,
logic_synthesis,ys_seq_share,0,%
place,place_ws,-0.569,ns
logic_synthesis,yosys.area.top_type_share,44.8,%
route,final_antenna_net_count,0,
pwr,swShare,32.3,%
route,routed-via-count,1202,
route,wirelength,4410,um
final_timing,period_needed,1.10,ns
pwr,intPower,474,uW
final_timing,fin_ws,-0.104,ns
die,io_pins,130,
critical_path,worstPathCellList,"buf_12, buf_12, buf_4, mux2i_1, o21ai_1, buf_2",
pwr,leakagePower,1.06,nW
die,dieArea,9600,sq um
logic_synthesis,syn_inst,107,
critical_path,cp-end-kind,"output pin",
die,rows,28,
critical_path,path_buffers,4,
final_timing,rsz0062_at_grt,"true",
flow_run,maxCapViolations,0,
logic_synthesis,netlist_area,714,sq um
critical_path,slowest_delay,0.15,ns
final_layout,ff_count,0,
route,dr.pass1.iters,4,
pwr,ir_worst_vdd,0.151,mV
route,drc_errors,0,
logic_synthesis,avgSynthCellArea,6.68,sq um
die,die_h,98,um
final_timing,tightest_slew,0.158,ns
route,drtIter0Drc,20,
final_layout,seq_area,0,sq um
grt,grt_pass1_vias,1284,
final_timing,whs,0.687,ns
critical_path,crit_family,"buffers and inverters",
final_timing,slew_violations,0,
logic_synthesis,ys_types,8,
logic_synthesis,top_area_cell,"mux2i_1",
place,place.port_buffers,130,
critical_path,required,0.80,ns
critical_path,crit_fanout,5,
final_timing,setup_violations,25,
grt,antenna_found_initial,0,
pwr,clockPowerShare,0,%
route,wl_per_cell,13.9,um
min_path,whs_endpoint,"o_wb_data[31]",
final_timing,max_freq,906,MHz
final_timing,worst_slew_margin_rel,89.2,%
route,antenna-diode-count,0,
min_path,min_path_type,"input pin to output pin",
grt,gr-total-overflow,0,
pwr,seqPwrFrac,0,%
route,via_per_inst,3.80,
final_layout,num-clock-buffers,0,
min_path,whs_path_depth,4,
grt,grt_usage,8.09,%
grt,grt_first_pass_wirelength,6580,um
critical_path,cp_slowest_cell,"mux2i_1",
grt,grt_max_degree,25,
final_timing,period_used_share,110,%
die,fp.coreArea,5920,sq um
place,dp_hpwl,3770,um
die,fp_util,12.1,%
critical_path,start_kind,"input pin",
min_path,hold_path_startpoint,"i_ma_pc_plus_4[31]",
pwr,powerDensity,354,nW/um^2
die,fp.dieW,98,um
critical_path,worstSetupStartpoint,"i_ma_mem_to_reg",
final_layout,syn_to_final_growth,177,%
final_layout,utilization,33.4,%
final_layout,drive_above_1_share,22.0,%
critical_path,path_common_cell,"buf_12",
pwr,switchingPower,226,uW
logic_synthesis,ys_cells,107,
flow_run,warning_count,34,
logic_synthesis,yosys_warnings,1,
logic_synthesis,topCellsByArea,"mux2i_1 45%, o21ai_1 20%, nand2_1 17%",
pwr,p_comb_share,100.0,%
==> layer usage <==
metal  part of all wire [%]  global-route usage, %  wire [um]  up-vias
li1                       -                      -          -      645
met1                     42                   9.66       1870      486
met2                     47                   14.1       2060       71
met3                     11                   3.27        479        0
met4                      0                      0          0        0
met5                      0                      0          0        -
==> cell type report <==
cell class | count | area, sq um
repair buffers | 145 | 1270
multi-input cells | 96 | 616
well taps | 75 | 93.8
fillers | 678 | 3940
==> timing repair <==
item / 4_1_cts / 5_1_grt
gates resized: 193 / 4
buffers inserted: 5 / 0
hold buffers: 0 / 0
cloned: 1 / 1
setup endpoints to repair: 32 / 32
pin swaps: 44 / 21
==> power by group through the flow <==
stage | logic [mW] | clock network (mW) | registers (mW)
CTS | 0.697 | 0 | 0
global route | 0.780 | 0 | 0
finish | 0.700 | 0 | 0
==> through the flow <==
| step | TNS [ns] | instances | power (mW) | cell area (sq um) |
|---|---|---|---|---|
| floorplan | 0 | 107 | 0.232 | 714 |
| CTS | -1.85 | 315 | 0.697 | 1940 |
| finish | -1.37 | 316 | 0.700 | 1980 |
| global route | -3.05 | 316 | 0.780 | 1980 |
| detailed placement | -16.80 | 309 | 0.873 | 2100 |
| global placement | -16.66 | 309 | 0.870 | 2100 |
==> synth_stat cells <==
| cell type | n |
|---|---|
| o21ai_2 | 2 |
| o21ai_0 | 2 |
| nand2_1 | 32 |
| buf_2 | 7 |
| mux2i_1 | 32 |
| buf_12 | 3 |
| buf_6 | 1 |
| o21ai_1 | 28 |
==> placed cells by master (no fill, tap or decap) <==
| cell | instances |
|---|---|
| mux2i_2 | 2 |
| buf_16 | 1 |
| buf_4 | 5 |
| o21ai_1 | 30 |
| buf_6 | 3 |
| dlymetal6s2s_1 | 1 |
| clkdlybuf4s50_1 | 10 |
| o21ai_2 | 2 |
| buf_12 | 6 |
| buf_2 | 32 |
| clkbuf_4 | 1 |
| clkbuf_16 | 1 |
| nand2_1 | 32 |
| dlygate4sd2_1 | 85 |
| mux2i_1 | 30 |
==> worst max path at each step <==
stage                           end  slack, ns  cells past startpoint
after CTS             o_wb_data[22]      -0.11                      6
after global routing  o_wb_data[28]      -0.18                      6
final                 o_wb_data[26]      -0.10                      6
==> logic make-up after synthesis <==
logic type	after synthesis	share of synthesized area [%]
compound gates	32	23.5
buf+inv	11	14.9
mux	32	44.8
simple gates	32	16.8
Power is estimated from default activity; no workload was simulated.
