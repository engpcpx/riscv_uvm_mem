==> flow/design.v <==
package riscv_definitions;
localparam REG_ADDR = 5;
localparam DATA_WIDTH = 32;
localparam REG_COUNT = 32;
localparam RAM_AMOUNT = 4;
    typedef logic [DATA_WIDTH-1:0] dataBus_t;
    typedef enum logic [6:0] {
        LUI    = 7'b0110111,   
        AUIPC  = 7'b0010111,   
        JAL    = 7'b1101111,   
        JALR   = 7'b1100111,   
        BRCH_S = 7'b1100011,   
        LOAD_S = 7'b0000011,   
        STORE_S = 7'b0100011,  
        ALUI_S = 7'b0010011,   
        ALU_S  = 7'b0110011    
    } opcodeType;
    typedef enum logic [2:0] {
        IMM_I = 3'b000,   
        IMM_IS = 3'b001,  
        IMM_S = 3'b010,   
        IMM_B = 3'b011,   
        IMM_U = 3'b100,   
        IMM_J = 3'b101    
    } imm_src_t;
    typedef enum logic [3:0] {
        ALU_ADD    = 4'b0000,  
        ALU_SLL    = 4'b0001,  
        ALU_LT     = 4'b0010,  
        ALU_LTU    = 4'b0011,  
        ALU_XOR    = 4'b0100,  
        ALU_SRL    = 4'b0101,  
        ALU_OR     = 4'b0110,  
        ALU_AND    = 4'b0111,  
        ALU_SUB    = 4'b1000,  
        ALU_SRA    = 4'b1001,  
        ALU_BPS2   = 4'b1010,  
        ALU_EQUAL  = 4'b1011,  
        ALU_NEQUAL = 4'b1100,  
        ALU_GT     = 4'b1101,  
        ALU_GTU    = 4'b1111   
    } aluOpType;
    typedef enum logic {
        RS1 = 1'b0,
        PC = 1'b1
    } aluSrc1_e;
    typedef enum logic {
        RS2 = 1'b0, 
        IMM = 1'b1
    } aluSrc2_e;
endpackage: riscv_definitions
import riscv_definitions::*;   
module hazard_control (
    input logic clk,
    input  logic        i_instr_ready,      
    input  logic        i_data_ready,       
    input  logic [4:0]  i_if_reg_src1,      
    input  logic [4:0]  i_if_reg_src2,      
    input  logic [4:0]  i_id_reg_dest,
    input  logic        i_id_reg_wr,
    input  logic [4:0]  i_ex_reg_dest,
    input  logic        i_ex_reg_wr,
    input  logic [4:0]  i_ma_reg_dest,
    input  logic        i_ma_reg_wr,
    input  logic        i_id_branch,
    output logic        o_if_clk_en,
    output logic        o_id_clk_en,
    output logic        o_ex_clk_en,
    output logic        o_ma_clk_en
);
    logic data_hazard;
    logic structural_hazard;
    logic control_hazard;
    logic stall;
    assign data_hazard = (
        (i_if_reg_src1 != 5'd0) &&
        ((i_if_reg_src1 == i_id_reg_dest && i_id_reg_wr) ||
         (i_if_reg_src1 == i_ex_reg_dest && i_ex_reg_wr) ||
         (i_if_reg_src1 == i_ma_reg_dest && i_ma_reg_wr)
         )
    ) || (
        (i_if_reg_src2 != 5'd0) &&
        ((i_if_reg_src2 == i_id_reg_dest && i_id_reg_wr) ||
         (i_if_reg_src2 == i_ex_reg_dest && i_ex_reg_wr) ||
         (i_if_reg_src2 == i_ma_reg_dest && i_ma_reg_wr)
        )
    );
    assign structural_hazard = !i_instr_ready || !i_data_ready;
    assign control_hazard = i_id_branch;
    always_comb begin
        stall = data_hazard || structural_hazard || control_hazard;
        o_if_clk_en = !stall;
        o_id_clk_en = !stall;
        o_ex_clk_en = 1;
        o_ma_clk_en = 1;
    end
endmodule
==> flow/run.sh <==
#!/bin/bash
# OpenROAD 26Q1-2900-gdf79404cd8, Yosys 0.63+post, stock flow scripts
make -C /OpenROAD-flow-scripts/flow DESIGN_CONFIG=/design/flow/config.mk WORK_HOME=/design/flow/orfs finish
==> flow/config.mk <==
export PLATFORM = sky130hd
export DESIGN_NAME = hazard_control
export DESIGN_NICKNAME = hazard_control
export VERILOG_FILES = /design/flow/design.v
export SDC_FILE = /design/flow/constraint.sdc
export NUM_CORES = 4
export LEC_CHECK = 1
export CORE_AREA = 10 10 70 70
export DIE_AREA = 0 0 80 80
==> flow/constraint.sdc <==
current_design hazard_control

set clk_period 2.6
set clk_io_pct 0.2

create_clock -name clk0 -period $clk_period

set non_clock_inputs [all_inputs -no_clocks]
set_input_delay [expr $clk_period * $clk_io_pct] -clock clk0 $non_clock_inputs
set_output_delay [expr $clk_period * $clk_io_pct] -clock clk0 [all_outputs]
==> metrics.log <==
[metrics] run summary
INFO  metric yosysWarningCount = 1
INFO  metric ys_sh_xor = 62.5%
INFO  metric timing.hold.worst.class = input pin to output port
INFO  metric detailroute.via_count = 510
INFO  metric critical_path_arrival = 2.03 ns
INFO  metric setup.worst_path.start_class = input pin
INFO  metric post-layout-total-power = 129 uW
INFO  metric outcome = completed
INFO  metric drt_iter0_drc = 21
INFO  metric hp-start = i_if_reg_src1[3]
INFO  metric setup_slack_after_layout = 0.0502 ns
INFO  metric tool_warnings = 34
INFO  metric number_of_antenna_violations_at_the_first_check_in_global_routing = 0
INFO  metric n_clock_buffer = 0
INFO  metric timing.hold.ws = 1.83 ns
INFO  metric ioPinCount = 36
INFO  metric chipArea = 6400 um2
INFO  metric worst_path_largest_cell_delay = 0.52 ns
INFO  metric remaining_drc_errors = 0
INFO  metric die_height = 80 um
INFO  metric grt_pass1_wl = 2770 um
INFO  metric relative_contribution_of_combinational_cells_to_total_power = 100.0%
INFO  metric yosys.stat.seqShare = 0%
INFO  metric critical_path.max_fanout = 3
INFO  metric final_antenna_net_count = 0
INFO  metric synthesis.area = 420 um2
INFO  metric worstHoldPathCells = 7
INFO  metric timing_max_transition_violations_final = 0
INFO  metric mux_share = 0%
INFO  metric dp_hpwl = 1660 um
INFO  metric cp-startpoint = i_if_reg_src2[2]
INFO  metric first_global_vias = 559
INFO  metric slowest_stage = or4_4
INFO  metric pwr_density_cell = 146 nW/um2
INFO  metric core_area = 3420 um2
INFO  metric rsz0062_at_grt = no
INFO  metric buffer_ports.inserted = 33
INFO  metric fp_util = 12.3%
INFO  metric synth.avg_cell_area = 7.38 um2
INFO  metric diodes = 0
INFO  metric yosys.stat.chipArea = 420 um2
INFO  metric design.seq.count = 0
INFO  metric top_cells_by_area = xnor2_1 (50%), xor2_1 (12%), nand4_1 (8.9%)
INFO  metric fin_util = 25.7%
INFO  metric top_logic_kind = XOR/XNOR gates
INFO  metric synth_compound_gate_area_share = 1.49%
INFO  metric worst_setup_path_end_kind = output port
INFO  metric vias_per_cell = 3.54
INFO  metric route.final.wire_length = 1790 um
INFO  metric critical_path_required = 2.08 ns
INFO  metric ys_types = 13
INFO  metric avgRoutedWirePerCell = 12.4 um
INFO  metric first_pass_iters = 2
INFO  metric fin_area = 878 um2
INFO  metric hold-path-endpoint = o_if_clk_en
INFO  metric synth_cells = 57
INFO  metric switching_part_of_the_total = 38.0%
INFO  metric gp_congestion = 0.845
INFO  metric max_cap_violations = 0
INFO  metric total_global_routing_overflow = 0
INFO  metric finalHoldViolCount = 0
INFO  metric detailedPlace.worstSlack = -0.468 ns
INFO  metric total_switching_power = 48.8 uW
INFO  metric yosysTopAreaCell = xnor2_1
INFO  metric share_clk_of_total_power = 0%
INFO  metric nFillCells = 376
INFO  metric post_route_cells_drive_above_1_share = 17.3%
INFO  metric internal_power = 79.8 uW
INFO  metric path_class = input pin to output port
INFO  metric finalSetupViolCount = 0
INFO  metric yosysCellCount = 57
INFO  metric chipWidth = 80 um
INFO  metric globalRouteTotalUtil = 5.38%
INFO  metric grt_start_max_net_pins = 5
INFO  metric timing.final.crit_share = 98.1%
INFO  metric vdd.ir_drop.worst = 0.0398 mV
INFO  metric cts_post_setup_buffers_inserted = 0
INFO  metric num_rows = 21
INFO  metric power_leakage = 0.000304 uW
INFO  metric timing.final.crit_period = 2.55 ns
INFO  metric synthDominantCellAreaShare = 50.0%
INFO  metric synth_area_in_simple_gates = 29.8%
INFO  metric place_area = 865 um2
INFO  metric final-seq-area = 0 um2
INFO  metric syn2layout_area_growth = 109%
INFO  metric path_cells = dlygate4sd2_1, or4_4, nor2_4, nor3_2, nor3_1, and3_1, clkdlybuf4s15_1
INFO  metric pwr-share-seq = 0%
INFO  metric max_freq = 392 MHz
INFO  metric ys_sh_adder = 0%
==> logic make-up (layout without fill, tap and decap cells) <==
family	Yosys count	count (layout)
buffers and inverters	3	43
AND/OR/NAND/NOR	22	22
AND-OR/OR-AND	1	1
other	1	2
XOR/XNOR	30	30
==> layout by cell type (no fill, tap or decap) <==
master	count
xnor2_1	24
nor4_2	2
nor2_1	1
dlygate4sd2_1	6
or4_1	1
clkdlybuf4s50_1	21
clkbuf_2	1
and3_1	1
or4_4	1
nor4_1	1
clkdlybuf4s15_1	5
conb_1	2
nor2_2	1
buf_4	10
nor3_2	1
nand4_1	6
nor2_4	1
nor3_1	3
a31oi_1	1
nand2_1	3
xor2_1	6
==> cell type report <==
class	count	area [um2]	share of cell area, %
well taps	46	57.6	6.55
multi-input cells	55	428	48.7
repair buffers	43	393	44.7
==> synthesized netlist by cell type (all sizes together) <==
cell and number:
xnor2 24, nand4 6, xor2 6, nor3 4, buf 3, nand2 3, nor2 3, nor4 3
or4 2, a31oi 1, and3 1, conb 1
==> worst max-delay path by stage <==
stage	endpoint	slack, ns	cells past startpoint
after CTS	o_id_clk_en	-0.01	7
after global routing	o_id_clk_en	0.01	7
final	o_id_clk_en	0.05	7
==> per-layer routing <==
| layer | global-route usage [%] | routed length (um) | up-vias | part of all wire [%] |
|---|---|---|---|---|
| li1 | - | - | 278 | - |
| met1 | 7.32 | 855 | 212 | 48 |
| met2 | 8.51 | 776 | 20 | 43 |
| met3 | 1.82 | 156 | 0 | 8.7 |
| met4 | 0 | 0 | 0 | 0 |
| met5 | 0 | 0 | - | 0 |
==> critical path, delay by kind of cell <==
family | cells | cell delay, ns
AND/OR/NAND/NOR | 5 | 1.08
buffers and inverters | 2 | 0.42
==> power groups by stage <==
stage | Combinational [uW] | Clock (uW) | Sequential (uW)
finish | 129 | 0 | 0
global route | 140 | 0 | 0
CTS | 128 | 0 | 0
==> metrics by stage <==
stage | TNS (ns) | std cells
2_1_floorplan | 0 | 58
3_3_place_gp | -0.943 | 144
3_5_place_dp | -0.937 | 144
4_1_cts | -0.0194 | 144
5_1_grt | 0 | 144
6_report | 0 | 144
==> what timing repair did <==
| action | in CTS | in global routing |
|---|---|---|
| hold buffers | 0 | 0 |
| setup endpoints to repair | 2 | 2 |
| gates resized | 17 | 7 |
| pin swaps | 8 | 8 |
No activity file was given, so power comes from the tool's default toggle rates.
