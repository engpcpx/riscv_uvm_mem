==> flow/design.v <==
package riscv_definitions;
localparam REG_ADDR = 5;
localparam DATA_WIDTH = 32;
localparam REG_COUNT = 32;
localparam RAM_AMOUNT = 4;
    typedef logic [DATA_WIDTH-1:0] dataBus_t;
    typedef enum logic [6:0] {
        LUI    = 7'b0110111,   
        AUIPC  = 7'b0010111,   
        JAL    = 7'b1101111,   
        JALR   = 7'b1100111,   
        BRCH_S = 7'b1100011,   
        LOAD_S = 7'b0000011,   
        STORE_S = 7'b0100011,  
        ALUI_S = 7'b0010011,   
        ALU_S  = 7'b0110011    
    } opcodeType;
    typedef enum logic [2:0] {
        IMM_I = 3'b000,   
        IMM_IS = 3'b001,  
        IMM_S = 3'b010,   
        IMM_B = 3'b011,   
        IMM_U = 3'b100,   
        IMM_J = 3'b101    
    } imm_src_t;
    typedef enum logic [3:0] {
        ALU_ADD    = 4'b0000,  
        ALU_SLL    = 4'b0001,  
        ALU_LT     = 4'b0010,  
        ALU_LTU    = 4'b0011,  
        ALU_XOR    = 4'b0100,  
        ALU_SRL    = 4'b0101,  
        ALU_OR     = 4'b0110,  
        ALU_AND    = 4'b0111,  
        ALU_SUB    = 4'b1000,  
        ALU_SRA    = 4'b1001,  
        ALU_BPS2   = 4'b1010,  
        ALU_EQUAL  = 4'b1011,  
        ALU_NEQUAL = 4'b1100,  
        ALU_GT     = 4'b1101,  
        ALU_GTU    = 4'b1111   
    } aluOpType;
    typedef enum logic {
        RS1 = 1'b0,
        PC = 1'b1
    } aluSrc1_e;
    typedef enum logic {
        RS2 = 1'b0, 
        IMM = 1'b1
    } aluSrc2_e;
endpackage: riscv_definitions
`timescale 1ns / 1ps
import riscv_definitions::*;   
module memory_access(
    input  logic        clk,                
    input  logic        rst_n,              
    input  logic        clk_en,             
    input  logic [31:0] i_data_rd,            
    input  logic        i_ex_mem_to_reg,      
    input  logic        i_ex_rw_sel,          
    input  logic        i_ex_reg_wr,          
    input  logic        i_ex_mem_rd,          
    input  logic        i_ex_mem_wr,          
    input  logic [31:0] i_ex_pc_plus_4,       
    input  logic [31:0] i_ex_alu_result,      
    input  logic [31:0] i_ex_reg_read_data2,  
    input  logic  [4:0] i_ex_reg_dest,        
    input  logic  [2:0] i_ex_funct3,          
    input  logic  [6:0] i_ex_funct7,          
    output logic [31:0] o_data_wr,            
    output logic [31:0] o_data_addr,          
    output logic  [3:0] o_data_rd_en_ctrl,    
    output logic        o_data_rd_en_ma,      
    output logic        o_data_wr_en_ma,      
    output logic        o_ma_mem_to_reg,      
    output logic        o_ma_rw_sel,          
    output logic [31:0] o_ma_pc_plus_4,       
    output logic [31:0] o_ma_read_data,       
    output logic [31:0] o_ma_result,          
    output logic  [4:0] o_ma_reg_dest,        
    output logic        o_ma_reg_wr           
);
    assign o_data_wr       = i_ex_reg_read_data2;
    assign o_data_addr     = i_ex_alu_result;
    assign o_data_rd_en_ma = i_ex_mem_rd;
    assign o_data_wr_en_ma = i_ex_mem_wr;
    always_comb begin
        case (i_ex_funct3)
            3'b000: o_data_rd_en_ctrl = 4'b0001;  
            3'b001: o_data_rd_en_ctrl = 4'b00111;  
            3'b010: o_data_rd_en_ctrl = 4'b1111;  
            default: o_data_rd_en_ctrl = 4'b1111;  
        endcase
    end
    always_ff @(posedge clk or negedge rst_n) begin
        if (!rst_n) begin
            o_ma_mem_to_reg   <= 0;
            o_ma_rw_sel       <= 0;
            o_ma_pc_plus_4    <= 0;
            o_ma_read_data    <= 0;
            o_ma_result       <= 0;
            o_ma_reg_dest     <= 0;
            o_ma_reg_wr       <= 0;
        end else if (clk_en) begin
            o_ma_mem_to_reg   <= i_ex_mem_to_reg;
            o_ma_rw_sel       <= i_ex_rw_sel;
            o_ma_pc_plus_4    <= i_ex_pc_plus_4;
            o_ma_result       <= i_ex_alu_result;
            o_ma_reg_dest     <= i_ex_reg_dest;
            o_ma_reg_wr       <= i_ex_reg_wr;
            case (i_ex_funct3)
                3'b000:   
                    o_ma_read_data <= {{24{i_data_rd[7]}}, i_data_rd[7:0]};
                3'b001:   
                    o_ma_read_data <= {{16{i_data_rd[15]}}, i_data_rd[15:0]};
                3'b010:   
                    o_ma_read_data <= i_data_rd;
                3'b100:   
                    o_ma_read_data <= {24'b0, i_data_rd[7:0]};
                3'b101:   
                    o_ma_read_data <= {16'b0, i_data_rd[15:0]};
                default:
                    o_ma_read_data <= i_data_rd;  
            endcase
        end
    end
endmodule
==> flow/run.sh <==
#!/bin/bash
# OpenROAD 26Q1-2900-gdf79404cd8, Yosys 0.63+post, stock flow scripts
make -C /OpenROAD-flow-scripts/flow DESIGN_CONFIG=/design/flow/config.mk WORK_HOME=/design/flow/orfs finish
==> flow/config.mk <==
export PLATFORM = sky130hd
export DESIGN_NAME = memory_access
export DESIGN_NICKNAME = memory_access
export VERILOG_FILES = /design/flow/design.v
export SDC_FILE = /design/flow/constraint.sdc
export NUM_CORES = 4
export LEC_CHECK = 1
export CORE_AREA = 10 10 207 207
export DIE_AREA = 0 0 217 217
==> flow/constraint.sdc <==
current_design memory_access

set clk_period 1.1
set clk_io_pct 0.2

create_clock -name clk0 -period $clk_period [get_ports {clk}]

set non_clock_inputs [all_inputs -no_clocks]
set_input_delay [expr $clk_period * $clk_io_pct] -clock clk0 $non_clock_inputs
set_output_delay [expr $clk_period * $clk_io_pct] -clock clk0 [all_outputs]
==> results.sh <==
# source this file to load flow results
export IMPL_outcome="finished with violations"
export IMPL_violations="negative hold slack, negative setup slack"
export IMPL_grt_max_degree=56
export IMPL_die_y_um=217
export IMPL_via_per_inst=3.07
export IMPL_design_die_area_um2=47100
export IMPL_placementRows=72
export IMPL_ioPinCount=325
export IMPL_cp_depth=1
export IMPL_layout_min_cycle_time_ps=1110
export IMPL_leakagePower_uw=0.00316
export IMPL_rsz0062_at_grt="true"
export IMPL_crit_fanout=2
export IMPL_core_um2=38600
export IMPL_reg2reg_slack_ps=130
export IMPL_top_regs="o_ma_pc_plus_4: 32 flops, o_ma_read_data: 32 flops, o_ma_result: 32 flops"
export IMPL_drt_wirelength_per_cell_um=13.7
export IMPL_grt_pass1_vias=3527
export IMPL_combPwrFrac_pct=17.7
export IMPL_sw_frac_of_total_pct=24.3
export IMPL_cts_buffers=9
export IMPL_cts_tree="built"
export IMPL_cts_buffer_depth=2
export IMPL_antenna_found_initial=1
export IMPL_slowest_stage="dfrtp_1"
export IMPL_hp_class="in -> async"
export IMPL_top_cells_by_area="dfrtp_1 (57%), mux2_2 (20%), buf_4 (11%), a311o_2 (3.4%), nor2b_1 (2.2%)"
export IMPL_maxCapViolCount=0
export IMPL_htreeDepth=3
export IMPL_met3_length_um=1690
export IMPL_switchingPower_uw=2250
export IMPL_top_area_share_pct=56.9
export IMPL_critPathCaptureType="output port"
export IMPL_synth_edff_count=0
export IMPL_drtAntennaViolNets=0
export IMPL_ys_cells=332
export IMPL_route_detailed_drc=0
export IMPL_worst_path_dominant_cell_family="flip-flops"
export IMPL_ys_flops=104
export IMPL_clock_skew_ps=0
export IMPL_ff_type="dfrtp_1"
export IMPL_fp_util_pct=11.9
export IMPL_met2_length_um=6680
export IMPL_placed_area_um2=7370
export IMPL_ys_area_um2=4580
export IMPL_diodes=0
export IMPL_vdd_drop_max_uv=907
export IMPL_ys_seq_share_pct=56.9
export IMPL_met1_length_um=5970
export IMPL_final_hold_violation_count=104
export IMPL_top_cells_by_count="dfrtp_1 (104), mux2_2 (80), buf_4 (68), nor2b_1 (16), a311o_2 (14)"
export IMPL_reg2regPathDepth=3
export IMPL_place_congestion=0.734
export IMPL_syn_inst=332
export IMPL_slowest_delay_ps=400
export IMPL_required_ps=880
export IMPL_synth_cell_type_count=20
export IMPL_wl_um=14600
export IMPL_finalSetupViolCount=3
export IMPL_layout_setup_ws_ps=-14.6
export IMPL_p_clk_share_pct=34.9
export IMPL_fmaxAchievable_mhz=897
export IMPL_place_ws_ps=-847
export IMPL_drv_slew=0
export IMPL_most_common_cell="dfrtp_1"
export IMPL_dp_hpwl_um=11400
export IMPL_drtIter0Drc=95
export IMPL_arrival_ps=890
export IMPL_power_uw=9250
export IMPL_powerDensity_nw_per_um2=1290
export IMPL_clk_pin_slew_worst_paths_ps=80
export IMPL_whs_ps=-174
export IMPL_crit_chain="buf_2"
export IMPL_p_int_uw=7000
export IMPL_highest_layer="met5"
export IMPL_die_w_um=217
export IMPL_grt_pass1_wl_um=22200
export IMPL_drive_gt1_share_pct=50.9
export IMPL_first_pass_iters=4
export IMPL_clock_sinks=104
export IMPL_cp_num_buf_inv=1
export IMPL_ys_warn_count=1
export IMPL_fin_crit_sh_pct=101
export IMPL_pwr_share_seq_pct=47.4
export IMPL_insertion_delay_ps=360
export IMPL_io_buffers=248
export IMPL_netlist_area_um2=4580
export IMPL_syn_area_per_cell_um2=13.8
export IMPL_gr_usage_all_layers_pct=6.00
export IMPL_startpoint_type="flip-flop"
export IMPL_num_vias=3266
export IMPL_syn2layout_area_growth_pct=56.4
export IMPL_openroad_warnings=37
export IMPL_gr_total_overflow=0
export IMPL_yosys_area_top_type="dfrtp_1"
export IMPL_async_flop_share_pct=100
export IMPL_worst_setup_path_type="reg -> out"
export IMPL_stdcell_area_um2=7160
export IMPL_root_buffer="clkbuf_16"
[cell type report]
type / count / area, µm²
Fill cell: 4297 / 31400
Tap cell: 518 / 648
Sequential cell: 104 / 2600
Clock inverter: 5 / 37.5
Inverter: 8 / 30.0
Clock buffer: 11 / 253
Multi-Input combinational cell: 135 / 1350
Timing Repair Buffer: 283 / 2240
[layer usage]
| metal | GRT usage, % | vias up |
|---|---|---|
| met5 | 0 | - |
| met4 | 0.862 | 2 |
| met3 | 3.31 | 17 |
| met2 | 9.32 | 168 |
| met1 | 7.36 | 1583 |
| li1 | - | 1496 |
[cell usage in the layout, fill, tap and decap left out]
cell type,netlist,layout
buf_2,11,115
dfrtp_1,104,104
clkdlybuf4s50_1,0,81
mux2_2,80,80
buf_4,68,29
dlygate4sd2_1,0,28
nor2b_1,16,16
a311o_2,14,14
clkbuf_16,0,9
inv_1,8,8
nand2_1,8,8
o221ai_1,8,8
buf_12,0,8
clkdlybuf4s15_2,0,7
clkdlybuf4s15_1,0,6
dlymetal6s2s_1,0,5
clkbuf_2,0,3
a311o_1,2,2
inv_6,0,2
clkinvlp_4,0,2
clkbuf_8,0,2
or2_4,1,1
or3_4,0,1
mux2i_2,0,1
nor3b_4,1,1
nor2_2,1,1
nand4b_1,1,1
conb_1,1,1
clkinv_2,0,1
buf_6,2,1
[power by group through the flow]
stage | Clock (µW) | Combinational, µW | Sequential (µW)
after CTS | 3490 | 1690 | 4390
after global routing | 3610 | 1830 | 4440
final | 3230 | 1640 | 4380
[per-stage QoR]
stage / instances / TNS [ps] / hold WS [ps] / utilization [%]
3_3_place_gp: 1037 / -34810 / 235 / 19.1
5_1_grt: 1064 / -3770 / -171 / 18.6
4_1_cts: 1060 / -2320 / -177 / 18.5
3_5_place_dp: 1037 / -34810 / 240 / 19.1
6_report: 1064 / -20.1 / -174 / 18.6
2_1_floorplan: 332 / -651 / -75.6 / -
[worst paths after layout]
| path | startpoint | end |
|---|---|---|
| hold / removal | rst_n | o_ma_read_data[7] |
| setup / recovery | o_ma_pc_plus_4[4] | o_ma_pc_plus_4[4] |
| hold reg to reg | o_ma_read_data[2] | o_ma_read_data[2] |
| min in group clk0 | i_ex_alu_result[0] | o_ma_result[0] |
| max in group asynchronous | rst_n | o_ma_pc_plus_4[13] |
| setup reg to reg | o_ma_result[21] | o_ma_result[21] |
[logic make-up after synthesis]
kind of cell           synth area share (%)
DFF                                    56.9
muxes                                  19.9
other                                0.0819
buffers and inverters                  13.8
AOI/OAI and AO/OA                      5.41
and+or+nand+nor                        3.91
[timing repair]
action / 4_1_cts / 5_1_grt
pin swaps: 2 / 0
endpoints found under the hold margin: 104 / 104
setup endpoints to repair: 155 / 112
buffers inserted: 7 / 4
gates resized: 450 / 8
